==> design/flow/design.v <==
module ALU (
	input	[15:0]									A,
	input	[15:0]									B,
	input	[2:0]									SEL,
	output	[15:0]									ALU_OUT,
	output  										Cout
);				
	reg [15:0] alu;
	reg c;
	always @* begin
		alu = 16'b0;
		c = 1'b0;
		case (SEL)
			3'b000: begin
				alu = A + B;
				if((A[15] == 0) && (B[15] == 0) && (alu[15] == 1)) c = 1;
				else if((A[15] == 1) && (B[15] == 1)) c = 1;
				else if((A[15] != B[15]) && (alu[15] == 0)) c = 1;
			end
			3'b001: begin
				alu = A - B;
				if((A[15] != B[15]) && (A[15] != alu[15])) c = 1;
			end
			3'b010: begin
				alu = ~(A & B);
			end
			3'b011: begin
				alu = ~(A | B);
			end
			3'b100: begin
				alu = ~A;
			end
			3'b101: begin
				alu = A >> 1;
			end
			default: begin
				alu = 16'b0;
				c = 1'b0;
			end
		endcase
	end
	assign ALU_OUT = alu;
	assign Cout = c;
endmodule
==> design/flow/run.sh <==
#!/bin/bash
# OpenROAD 26Q1-2900-gdf79404cd8, Yosys 0.63+post, stock flow scripts
make -C /OpenROAD-flow-scripts/flow DESIGN_CONFIG=/design/flow/config.mk WORK_HOME=/design/flow/orfs finish
==> design/flow/config.mk <==
export PLATFORM = sky130hd
export DESIGN_NAME = ALU
export DESIGN_NICKNAME = ALU
export VERILOG_FILES = /design/flow/design.v
export SDC_FILE = /design/flow/constraint.sdc
export NUM_CORES = 4
export LEC_CHECK = 1
export CORE_AREA = 10 10 102 102
export DIE_AREA = 0 0 112 112
==> design/flow/constraint.sdc <==
current_design ALU

set clk_period 16.9
set clk_io_pct 0.2

create_clock -name clk0 -period $clk_period

set non_clock_inputs [all_inputs -no_clocks]
set_input_delay [expr $clk_period * $clk_io_pct] -clock clk0 $non_clock_inputs
set_output_delay [expr $clk_period * $clk_io_pct] -clock clk0 [all_outputs]
==> notes.md <==
The synthesis and PnR run went through. Final weighted congestion of routability-driven global placement landed at 0.9579. By instance count, the leading cell after synthesis is ha_1. The highest supply drop recorded on VDD is 0.01219 mV.

The script parses the final routing iteration and logs DRC violations as 0. Fraction of final layout cells sized beyond drive strength 1 landed at 0.03415. The area fraction of the largest cell type after synthesis is 0.2516. Placed instance area landed at between 3000 and 4000 sq um. The critical path in this run is classified as in -> out.

According to the floorplan report, the total die area is 12540 sq um. The layout stage reports a final design area of 3153 sq um. First-pass GRT wire length landed at roughly 14 mm. The post-CTS hold buffer count recorded in the log is 0. Endpoints failing hold in the final report were tallied at 0. Ranked by instance count, the synthesized netlist is headed by ha_1, inv_1, nor2_1, o21ai_0, a21oi_1. Measured against its own limit, the worst slew margin works out to 0.5384. Per the final report, max-transition violations number 0.

Routed wire length landed at a little over 8 mm. Die span in y landed at around 110 um. Via count of the first global-routing pass landed at ~2700. The run finished with clean final reports. From synthesis to final layout, the design area changed by 21.92%. Max-cap violations in this run came to 0. Number of clock-tree buffers in the layout landed at 0. The routed design shows a wire length per standard cell of about 16 um.

Sequential cell area fraction in the yosys report landed at 0. Note, the detailed placer reported a final HPWL of ~6.5 mm. The OpenROAD report gives the critical path a required time of about 14000 ps. DRC violation total after the first TritonRoute iteration landed at 183.

The synthesized design spends more area on one cell type than any other, namely ha_1. Hold analysis lists the worst path endpoint as ALU_OUT[0]. Maximum clock rate landed at around 96 MHz. Yosys chip area landed at around 2600 sq um. Number of primary I/O pins landed at 52. Along the worst path, the maximum fanout reaches 8.

In the post-synthesis netlist, the biggest area contributors are ha_1, inv_1, nor2_1. The number of antenna violations at the first check in global routing is 0. Before antenna repair, the detailed router went through 4 iterations. Sum of overflow across all layers after global routing landed at 0. The initial utilization of the core area, before any placement, comes to 0.3148. In this run, distinct cell masters in the synthesized netlist total between 60 and 70. 0 antenna diodes ended up in the layout. Entering global routing, the biggest net connects about 41 pins. The global routing report lists combined usage of all routing layers as 0.1277. The number of gates resized after CTS was 0. Number of warnings in the stage logs landed at ~70. The region available for standard cell placement spans ~8000 sq um. Setup repair after global routing left no endpoint under its margin. Worst-margin pin slew landed at 692.4 ps.

In this run the worst hold path is classified as in -> out. In this run the most critical hold path is launched from A[0]. Register area landed at 0 sq um. The synthesized netlist occupies a cell area of between 2000 and 3000 sq um.

Number of cells in Yosys stat landed at 374. The final timing report derives a shortest allowable period of about 10000 ps. For reference, the placement row count at floorplan is 33. Number of I/O port buffers landed at approximately 52.

Looking at the post-CTS report, the setup buffer insertion count equals 0. Count of yosys warnings during synthesis landed at 1. At the worst endpoint, the arrival time is around 7000 ps. The leakage power in the latest report is roughly 1.4 nW. STA classifies the critical path startpoint as an input port.

The final timing report counts setup violations totalling 0. Overall die width landed at 112 um. Sum of negative setup slack landed at 0 ps. STA classifies the critical path endpoint as an output port. The number of sequential cells reported for the layout is 0. In this run the power density over the cells is about 31 nW/um^2.

Remaining antenna violation count landed at 0. Per the post-synthesis stats, the area per cell is just under 7 sq um. Dividing the detail-routed via count by the number of cells gives 5.283.

Synthesized netlist cell count landed at 374. Fraction of the cycle the final worst path needs landed at 0.6159. Hold-critical path depth landed at 5. The routed layout has ~2700 vias.
-- placed cells by master (no fill, tap or decap), types with 2 or more instances in the layout --
master,netlist,final
ha_1,52,52
clkdlybuf4s50_1,0,52
inv_1,44,44
nor2_1,39,39
o21ai_0,27,27
a21oi_1,26,26
nand2_1,16,16
o22ai_1,14,14
nor3_1,9,9
mux2i_1,8,8
nor2b_1,7,7
a21o_1,7,7
o221ai_1,7,7
xnor2_1,7,7
a221oi_1,6,6
o21bai_1,5,5
o21a_1,5,5
a31oi_1,5,5
a221o_1,5,5
buf_4,2,5
and3_1,4,4
a22oi_1,4,4
nand2b_1,4,4
o31ai_1,3,3
a211oi_1,3,3
nand3_1,3,3
o211ai_1,3,3
a2111oi_0,3,3
fa_1,3,3
or3_1,2,2
or2_2,2,2
o21ai_1,2,2
nor4_1,2,2
o31a_1,2,2
xor2_1,2,2
-- cells by family after synthesis --
family | synth area share
adder cells (fa/ha/maj) | 0.2748
AND/OR/NAND/NOR | 0.1737
buffers and inverters | 0.1127
XOR/XNOR | 0.03048
multiplexers | 0.03096
AND-OR/OR-AND | 0.3774
-- worst max path at each step --
stage / startpoint / to / slack [ps] / cells after the start
6_report: A[10] / ALU_OUT[15] / 6490 / 16
5_1_grt: A[10] / ALU_OUT[15] / 6170 / 16
4_1_cts: A[10] / ALU_OUT[15] / 6500 / 16
-- final cells by class --
class	count	area [sq um]
fillers	863	5064
repair buffers	57	558.0
inverters	45	168.9
well taps	105	131.4
multi-input cells	308	2295
-- worst max-delay path: stages --
cell and delay, ps:
clkdlybuf4s50_1 560, inv_1 60, ha_1 400, a21oi_1 320, o21bai_1 100, a221o_1 320
a21oi_1 170, nor2b_1 90, nor3_1 140, o31a_1 160, fa_1 430, nor3_1 140
a31oi_1 60, nor2_1 110, a221o_1 120, clkdlybuf4s50_1 470
-- report_power, final --
| part | internal (W) | switching, W | leakage [nW] |
|---|---|---|---|
| Clock | 0 | 0 | 0 |
| Combinational | 0.0000477 | 0.0000511 | 1.45 |
| Sequential | 0 | 0 | 0 |
-- per-layer routing --
metal  routed length, um  vias to the layer above  global-route usage
met3                 331                        4            0.007600
met2                3552                       65              0.1946
met5                   0                        -                   0
met4                  34                        0            0.005076
li1                    -                     1427                   -
met1                4259                     1225              0.1999
-- through the flow --
stage	setup WS, ps	utilization	hold WS, ps	total power (W)	instances
finish	6491	0.3837	7945	0.00009880	515
global route	6168	0.3837	8025	0.0001117	515
CTS	6500	0.3837	7960	0.00009950	515
detailed placement	6502	0.3837	7950	0.00009874	515
global placement	6526	0.3837	7941	0.00009878	515
floorplan	7767	-	6872	0.00006211	374
Power and IR drop assume default switching activity.
