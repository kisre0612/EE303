--- flow/design.v ---
module Multi_operator(
	input wire 			CLK,
	input wire			RST_N,
	input wire  [2:0] 	OP, 
	input wire  [7:0]	D,
	output reg  [7:0]	Q
);
localparam HOLD     = 3'b000;
localparam LOAD     = 3'b001;
localparam S_RESET	= 3'b010;	 
localparam COMP_1	= 3'b011;	 
localparam ADD		= 3'b100;	 
localparam LSHIFT	= 3'b101;	 
localparam COUNT_1	= 3'b110;	 
localparam XOR		= 3'b111;	 
localparam LOW		= 1'b0;
always @(posedge CLK or negedge RST_N) begin
	if(RST_N==LOW) Q <= 8'b0;  
	else begin
		case(OP)
			HOLD:	 Q <= Q;
			LOAD: 	 Q <= D;
			S_RESET: Q <= 8'b0;
			COMP_1:  Q <= ~Q;
			ADD:	 Q <= Q+D;
			LSHIFT:	 Q <= Q<<1;
			COUNT_1: Q <= D[0]+D[1]+D[2]+D[3]+D[4]+D[5]+D[6]+D[7];
			XOR: 	 Q <= Q^D;
			default: Q <= Q;
		endcase
	end
end
endmodule
--- flow/run.sh ---
#!/bin/bash
# OpenROAD 26Q1-2900-gdf79404cd8, Yosys 0.63+post, stock flow scripts
make -C /OpenROAD-flow-scripts/flow DESIGN_CONFIG=/design/flow/config.mk WORK_HOME=/design/flow/orfs finish
--- flow/config.mk ---
export PLATFORM = sky130hd
export DESIGN_NAME = Multi_operator
export DESIGN_NICKNAME = Multi_operator
export VERILOG_FILES = /design/flow/design.v
export SDC_FILE = /design/flow/constraint.sdc
export NUM_CORES = 4
export LEC_CHECK = 1
export CORE_AREA = 10 10 93 93
export DIE_AREA = 0 0 103 103
--- flow/constraint.sdc ---
current_design Multi_operator

set clk_period 2.5
set clk_io_pct 0.2

create_clock -name clk0 -period $clk_period [get_ports {CLK}]

set non_clock_inputs [all_inputs -no_clocks]
set_input_delay [expr $clk_period * $clk_io_pct] -clock clk0 $non_clock_inputs
set_output_delay [expr $clk_period * $clk_io_pct] -clock clk0 [all_outputs]
==> flow report <==
FINAL TIMING
-------------------------------------------------------------------------------------
Crit path time final ...................................................     3.300 ns
PnR worst setup slack ..................................................   -0.8000 ns
Final Max Slew Viols ...................................................            0
Achievable frequency ...................................................    303.0 MHz
Hold WS ................................................................    0.5623 ns
Final count of negative-setup-slack endpoints ..........................            4
Sum Neg Setup Slack ....................................................    -2.070 ns
Ratio of final minimum period to clock period ..........................       132.0%
Max transition margin ..................................................       68.70%
Setup repair after global routing missed its margin ....................          yes
Hold violation count in the final report ...............................            0
Transition at the pin with the smallest max-transition slack ...........    0.4680 ns
Post-Route Skew ........................................................ 0.0006456 ns

CLOCKING
-------------------------------------------------------------------------------------
Clock tree root buffer cell ............................................     clkbuf_8
Total number of clock tree sinks .......................................            8
Hold-fix buffers at CTS ................................................            0
Level count of the clock H-tree ........................................            1
Clock transition at path regs ..........................................      0.04 ns
Insertion Delay late pin ...............................................      0.23 ns
CTS tree ...............................................................        built
Inserted Clock Buffers .................................................            3
Number of buffers on the longest clock path ............................            2

PLACEMENT
-------------------------------------------------------------------------------------
Gp weighted congestion .................................................       0.8517
Total cell area at the placement stage ................................. 0.001652 mm²
Sum of net half-perimeters after detailed placement ....................      2806 µm
Number of buffer cells added on primary ports ..........................           20
Dpl cells ..............................................................          253
Worst Setup Slack post-DPL .............................................    -1.612 ns

GLOBAL ROUTE
-------------------------------------------------------------------------------------
Number of antenna violations at the first check in global routing ......            0
Vias in the first global route .........................................         1105
GRT Overall Usage ......................................................       6.543%
First-pass GRT wire length .............................................      5609 µm
Overflow left after global routing .....................................            0
Largest net degree at the start of global routing ......................           20

PWR
-------------------------------------------------------------------------------------
Final Total Pwr ........................................................    0.9107 mW
Pwr/cell area .......................................................... 531.3 mW/mm²
Peak supply drop .......................................................    0.1019 mV
Static Leak ............................................................    0.7697 nW

FINISH
-------------------------------------------------------------------------------------
Fraction of layout cells with a size suffix above 1 ....................       28.25%
Number of fillers in the final layout ..................................          718
Non-filler instance count after layout .................................          257
Biggest regs ...........................................................   Q: 8 flops
Post-route core utilization ............................................       25.37%
Area growth from synthesis to layout ...................................       46.68%
Max reg flops ..........................................................            8
Top register by number of flip-flops ...................................            Q
Final design instance area without fill ................................ 0.001714 mm²
Most instantiated logic cells after routing ............................ 28 x buf_4, 16 x clkdlybuf4s50_1, 14 x a21oi_1, 12 x inv_1
Most frequent standard cell in the layout excluding fill and tap cells .        buf_4

SYNTH
-------------------------------------------------------------------------------------
Synthesized chip area reported by yosys ................................ 0.001169 mm²
Syn Inst Count .........................................................          133
Library cell with the largest summed area after synthesis ..............      dfrtp_1
Synth unique cells .....................................................           46
Primary flip-flop cell chosen by synthesis mapping .....................      dfrtp_1
Post-Synthesis Cell Area ............................................... 0.001169 mm²
Async SR Flop Fraction .................................................       100.0%
Avg Inst Size Synth ....................................................    8.787 µm²
Post-synthesis sequential area ratio ...................................       17.13%
Area contributors post-synth ........................................... dfrtp_1 17%, ha_1 11%, fa_1 8.6%
Flop and latch count out of synthesis ..................................            8
Number of enable flip-flop cells .......................................            0
Number of warnings reported in the yosys synthesis log .................            1
Portion of synthesized cell area occupied by the leading cell type .....       17.13%
Yosys cell count .......................................................          133

DIE
-------------------------------------------------------------------------------------
Die footprint ..........................................................  0.01061 mm²
Starting density of the core ...........................................       17.30%
Floorplan row count ....................................................           30
Die x size .............................................................       103 µm
Number of I/O pins .....................................................           21
Core region area ....................................................... 0.006756 mm²
Height of the chip .....................................................       103 µm

DRT
-------------------------------------------------------------------------------------
Routed vias ............................................................         1111
Routed via count divided by cell count .................................        4.323
First-pass detailed-route iteration total ..............................            4
# DRC ..................................................................            0
Detailed Route WL ......................................................      3386 µm
Routed length per placed instance ......................................     13.18 µm
Count of routing violations after the opening detailed-route iteration .           64
N_diodes ...............................................................            0
Remaining antenna violation count after routing ........................            0

CRITICAL PATH
-------------------------------------------------------------------------------------
Launching element of the worst setup path ..............................         D[0]
Endpoint required time on the critical path ............................      2.63 ns
Crit Path Category ..................................................... input port to register
Startpoint Class .......................................................   input port
Category of the worst setup path capture point .........................     register
Largest fanout on the critical path ....................................            2
Startpoint of the most critical register-to-register path ..............         Q[0]
Data arrival time at the worst-slack endpoint ..........................      3.43 ns
Length in cells of the worst reg-to-reg path ...........................            7

MIN PATH
-------------------------------------------------------------------------------------
Min-delay worst type ................................................... input port to asynchronous set/reset pin

RUN
-------------------------------------------------------------------------------------
OpenROAD warning count .................................................           28
Number of maximum-capacitance violations ...............................            0

STATUS
-------------------------------------------------------------------------------------
Violated checks ........................................................ setup timing
Run status ............................................................. finished with violations

-- worst max-delay path, stage by stage --
cell and delay (ns):
buf_8 0.09, inv_8 0.03, fa_1 0.54, fa_1 0.43, fa_1 0.51, inv_2 0.05
ha_4 0.15, inv_2 0.04, fa_2 0.41, o32a_1 0.31, o21ai_2 0.08, a311oi_2 0.06
a311oi_1 0.24
-- per-layer routing --
layer	wire, µm	share of wire (%)	vias to the layer above	global-route usage, %
li1	-	-	579	-
met1	1612	48	504	9.640
met2	1560	46	26	10.09
met3	199	5.9	2	1.151
met4	14	0.41	0	0.6417
met5	0	0	-	0
-- synthesized netlist by cell type, types with 2 or more instances --
cell type	instances
a311oi_1	2
a221o_1	2
dfrtp_1	8
fa_1	5
a21boi_0	2
inv_1	17
a21oi_1	14
nor2_1	2
buf_4	3
mux2i_1	5
o21ai_0	7
ha_1	10
xor2_1	3
o22ai_1	2
nand3_1	4
nand2_1	9
buf_2	4
xnor2_1	4
o21bai_1	2
and3_1	2
-- power breakdown --
part | internal, mW | total [mW] | switching [mW]
Sequential | 0.155 | 0.196 | 0.0402
Combinational | 0.319 | 0.558 | 0.239
Clock | 0.104 | 0.157 | 0.0524
-- logic make-up (layout without fill, tap and decap cells) --
kind of cell,Yosys count,after routing,share of synthesized area [%]
adder cells (fa/ha/maj),15,15,19.27
AND/OR/NAND/NOR,27,27,12.96
AND-OR/OR-AND,45,45,27.84
XOR/XNOR,7,7,5.246
multiplexers,7,7,8.459
buffers and inverters,24,68,9.100
flip-flops,8,8,17.13
-- area by class of cell --
type                            count  area (µm²)  area share [%]
Clock buffer                        3       41.29           2.409
Inverter                           17       71.32           4.161
Multi-Input combinational cell    101       887.1           51.75
Sequential cell                     8       200.2           11.68
Tap cell                           80       100.1           5.839
Timing Repair Buffer               48       414.1           24.16
-- path summary, 6_finish.rpt --
kind | endpoint | slack (ns)
worst max-delay path | Q[1] | -0.80
worst min-delay path | Q[6] | 0.56
worst max register to register | Q[6] | 0.40
worst min register to register | Q[0] | 0.62
max in group asynchronous | Q[4] | 1.66
min in group clk0 | Q[0] | 0.62
-- what timing repair did --
action,in CTS,in global routing
pin swaps,7,3
gates resized,17,3
cloned,0,0
endpoints found under the setup margin,5,4
buffers inserted,1,0
Power is estimated from default activity; no workload was simulated.
