<file path="./constraint.sdc">
current_design decoder

set clk_period 1.0
set clk_io_pct 0.2

create_clock -name clk0 -period $clk_period

set non_clock_inputs [all_inputs -no_clocks]
set_input_delay [expr $clk_period * $clk_io_pct] -clock clk0 $non_clock_inputs
set_output_delay [expr $clk_period * $clk_io_pct] -clock clk0 [all_outputs]
</file>
<file path="./design.v">
`timescale 1ns / 1ps
module decoder(
  input  i_A,
  input  i_B,
  input  i_C,
  input  i_D,
  output o_1,
  output o_2,
  output o_3,
  output o_4,
  output o_5,
  output o_6,
  output o_7
);
reg [3:0] input_i;
reg [6:0] output_o;
always @* begin
  input_i[3] = i_A;
  input_i[2] = i_B;
  input_i[1] = i_C;
  input_i[0] = i_D;
  output_o[6] = o_1;
  output_o[5] = o_2;
  output_o[4] = o_3;
  output_o[3] = o_4;
  output_o[2] = o_5;
  output_o[1] = o_6;
  output_o[0] = o_7;
  case (input_i)
    4'b0000: output_o = 7'b1111110;
    4'b0001: output_o = 7'b0110000;
    4'b0010: output_o = 7'b1101101;
    4'b0011: output_o = 7'b1111001;
    4'b0100: output_o = 7'b0110011;
    4'b0101: output_o = 7'b1011011;
    4'b0110: output_o = 7'b1011111;
    4'b0111: output_o = 7'b1110000;
    4'b1000: output_o = 7'b1111111;
    4'b1001: output_o = 7'b1111011;
    default: output_o = 7'b0000000;
  endcase
end
assign o_1 = output_o[6];
assign o_2 = output_o[5];
assign o_3 = output_o[4];
assign o_4 = output_o[3];
assign o_5 = output_o[2];
assign o_6 = output_o[1];
assign o_7 = output_o[0];
endmodule
</file>
<file path="./config.mk">
export PLATFORM = sky130hd
export DESIGN_NAME = decoder
export DESIGN_NICKNAME = decoder
export VERILOG_FILES = /design/flow/design.v
export SDC_FILE = /design/flow/constraint.sdc
export NUM_CORES = 4
export LEC_CHECK = 1
export CORE_AREA = 10 10 70 70
export DIE_AREA = 0 0 80 80
</file>
<file path="./run.sh">
#!/bin/bash
# OpenROAD 26Q1-2900-gdf79404cd8, Yosys 0.63+post, stock flow scripts
make -C /OpenROAD-flow-scripts/flow DESIGN_CONFIG=/design/flow/config.mk WORK_HOME=/design/flow/orfs finish
</file>
==> ci_impl_report.md <==
### Yosys + OpenROAD results

| Metric | Value |
|---|---|
| Yosys-reported design area after synthesis | between 200 and 250 um^2 |
| Hold buffer count at CTS | 0 |
| Number of different library cells in the post-synthesis netlist | 12 |
| Leakage power | roughly 0.26 nW |
| Post-layout total power | about 0.23 mW |
| Number of standard cells after synthesis | 28 |
| Cells traversed along the worst timing path | buf_8 > inv_6 > buf_6 > ha_4 > mux2i_1 > o22ai_2 > buf_2 |
| Num rows | 21 |
| Beginning of the worst hold path | i_B |
| Log Warnings | 39 |
| Crit end category | primary output |
| Avg Synthesized Cell Area | 8.267 um^2 |
| Largest cells by area after synthesis | sky130_fd_sc_hd__ha_1 32%, sky130_fd_sc_hd__o22ai_1 14%, sky130_fd_sc_hd__buf_6 9.7% |
| Detailed-route wire length | roughly 880 um |
| Tot GR Track Use | about 2.7% |
| Setup slack after layout | -0.1356 ns |
| Total Die Area | approximately 6400 um^2 |
| Sequential cell count of the final layout | 0 |
| Multi-input gate area | 271.5 um^2 |
| Buf+Inv Stages, Crit Path | 4 |
| Cell type group with the largest total delay on the critical path | buffers and inverters |
| Final tally of max-slew violations | 0 |
| Number of vias per cell after detailed routing | between 2 and 3 |
| Fraction of the cycle the final worst path needs | 113.6% |
| Data required time of the worst path | roughly 0.80 ns |
| CP Launch Type | input pin |
| Final Hold Slack | around 0.77 ns |
| Slowest cell on the critical path | sky130_fd_sc_hd__ha_4 |
| Peak supply drop | 0.05225 mV |
| Area occupied by registers | 0 um^2 |
| Fraction of the core area occupied by cells at floorplan | 6.777% |
| Detailed-route wire length per cell | 8.939 um |
| Tmin final | roughly 1.1 ns |
| Endpoint with the worst hold slack | o_3 |
| Slew @ Worst Pin | about 0.16 ns |
| Worst hold-check path type | in -> out |
| Hpwl dp | 629.8 um |
| Maximum Capacitance Violations | 0 |
| IO buf count | 11 |
| Setup Viol. Count Final | 7 |
| Total via count after detailed routing | 272 |
| Top-level I/O count | 11 |
| Largest net degree at the start of global routing | 7 |
| Count of inserted antenna diode cells | 0 |
| CP max stage delay | ~0.15 ns |
| Final Hold Viols | 0 |
| Post-synthesis cell count from yosys | 28 |
| Final cell utilization of the core | ~17% |
| Global placement routability congestion | around 0.77 |
| Die outline height | 80 um |
| Total of fill cells in the finished design | around 380 |
| DRC violation total after the first TritonRoute iteration | 24 |
| Fraction of final layout cells with drive strength greater than 1 | between 80 and 90% |
| Maximum operating frequency | a little under 0.9 GHz |
| Sequential element share of the synthesized area | 0% |
| Post-route DRC violation count | 0 |
| Area fraction of the dominant cell type after synthesis | 32.43% |
| Most area-hungry cell type in the Yosys netlist | sky130_fd_sc_hd__ha_1 |
| First-pass GRT wire length | roughly 1.5 mm |
| Failing checks | setup timing |
| Crit Path Max Fanout | 3 |
| CP Depth | 7 |
| Hold-critical path depth | 4 |
| Die boundary width | ~80 um |
| Data arrival time of the worst path | between 0.9 and 1 ns |
| Worst-case headroom to the max-slew limit | between 80 and 90% |
| Netlist area before placement | 231.5 um^2 |
| Unrepaired setup endpoints after global routing | true |
| Power per standard cell area | 381.4 nW/um^2 |
| Yosys warning total | 1 |
| Post-route ant nets | 0 |
| Area delta synth->final | 157.8% |
| Run status | finished, violations left |
| Total of clock buffers placed in the layout | 0 |
| Vias in the first global route | between 300 and 400 |
| Antenna violations before repair | 0 |
| Number of detailed-routing iterations run before antenna repair | 2 |
| Grt total ovfl | 0 |
| Category of the critical setup timing path | in -> out |
| Area of the core region | ~3400 um^2 |
## how the worst max path moves through the flow
stage      to  slack (ns)  startpoint
6_report  o_6       -0.14         i_C
4_1_cts   o_6       -0.15         i_C
5_1_grt   o_6       -0.18         i_C
## logic make-up after synthesis
kind of cell / count (synthesis) / share of synthesized area [%]
compound gates: 10 / 29.19
fa+ha+maj: 6 / 32.43
xor+xnor: 1 / 3.784
simple gates: 2 / 10.81
mux: 1 / 4.324
buf+inv: 8 / 19.46
## timing repair
action	in CTS	in global routing
setup buffers	10	0
gates resized	78	1
pin swaps	10	1
endpoints found under the setup margin	7	7
## cell usage after synthesis (all sizes together)
cell / number
ha: 6
inv: 6
o22ai: 5
buf: 2
o21ai: 2
a21o: 1
a21oi: 1
mux2i: 1
nand2b: 1
nor2: 1
o31a: 1
xnor2: 1
## power breakdown
part           internal (mW)  total, mW  switching, mW
registers                  0          0              0
logic                  0.138      0.228         0.0899
clock network              0          0              0
total                  0.138      0.228         0.0899
## cells in the final DEF, fill, tap and decap left out
cell,count
sky130_fd_sc_hd__a21oi_2,1
sky130_fd_sc_hd__inv_4,1
sky130_fd_sc_hd__buf_4,5
sky130_fd_sc_hd__ha_2,2
sky130_fd_sc_hd__o22ai_2,3
sky130_fd_sc_hd__o21ai_1,1
sky130_fd_sc_hd__inv_6,1
sky130_fd_sc_hd__a21o_2,1
sky130_fd_sc_hd__buf_6,12
sky130_fd_sc_hd__o22ai_1,2
sky130_fd_sc_hd__buf_2,7
sky130_fd_sc_hd__nand2b_4,1
sky130_fd_sc_hd__inv_1,1
sky130_fd_sc_hd__o21ai_2,1
sky130_fd_sc_hd__inv_2,3
sky130_fd_sc_hd__mux2i_1,1
sky130_fd_sc_hd__nor2_4,1
sky130_fd_sc_hd__xnor2_2,1
sky130_fd_sc_hd__buf_8,2
sky130_fd_sc_hd__o31a_1,1
sky130_fd_sc_hd__ha_4,4
## final cells by class
class	count	area share (%)
multi-input cells	20	45.49
inverters	6	5.031
repair buffers	26	39.83
well taps	46	9.644
## through the flow
stage	instance area [um^2]	setup TNS [ns]	std cells	worst slack, ns
final	596.8	-0.7299	98	-0.1356
after global routing	596.8	-1.049	98	-0.1767
after CTS	590.6	-0.8338	98	-0.1497
after detailed placement	414.1	-6.889	88	-1.029
after global placement	414.1	-6.719	88	-0.9907
after floorplan	231.5	0	28	0.07971
## layer usage
layer  GRT usage, %  vias up  share of wire (%)
li1               -      143                  -
met1          2.902      128                 40
met2          5.939        1                 60
met3              0        0                  0
met4              0        0                  0
met5              0        -                  0
No activity file was given, so power comes from the tool's default toggle rates.
